==> design.v <==
module IF_ID(clk,instructionIn,PCin,instructionOut,PCout);
input [31:0] instructionIn , PCin;
input clk;
output [31:0] instructionOut , PCout;
reg [31:0] instructionOut , PCout;
always @(posedge clk ) begin
	instructionOut <= instructionIn;
	PCout <= PCin;
end
endmodule
module ID_EX(clk,in,out);
input clk;
input [147:0] in;
output [147:0] out; 
reg [147:0] out;
always @(posedge clk ) begin
out <= in;
end
endmodule
module EX_MEM(clk,in,out);
input clk;
input [106:0] in;
output [106:0] out; 
reg [106:0] out;
always @(posedge clk ) begin
out <= in;
end
endmodule
module MEM_WB(clk,in,out);
input clk;
input [70:0] in;
output [70:0] out;
reg [70:0] out;
always @(posedge clk ) begin
out <= in;
end
endmodule
==> run.sh <==
#!/bin/bash
# OpenROAD 26Q1-2900-gdf79404cd8, Yosys 0.63+post, stock flow scripts
make -C /OpenROAD-flow-scripts/flow DESIGN_CONFIG=/design/flow/config.mk WORK_HOME=/design/flow/orfs finish
==> config.mk <==
export PLATFORM = sky130hd
export DESIGN_NAME = ID_EX
export DESIGN_NICKNAME = ID_EX
export VERILOG_FILES = /design/flow/design.v
export SDC_FILE = /design/flow/constraint.sdc
export NUM_CORES = 4
export LEC_CHECK = 1
export CORE_AREA = 10 10 183 183
export DIE_AREA = 0 0 193 193
==> constraint.sdc <==
current_design ID_EX

set clk_period 1.0
set clk_io_pct 0.2

create_clock -name clk0 -period $clk_period [get_ports {clk}]

set non_clock_inputs [all_inputs -no_clocks]
set_input_delay [expr $clk_period * $clk_io_pct] -clock clk0 $non_clock_inputs
set_output_delay [expr $clk_period * $clk_io_pct] -clock clk0 [all_outputs]
==> deck_impl_summary.md <==
Flow Results at a Glance

Outcome
  – Status: finished, violations left
  – Failing checks: negative setup slack

Cells and area
  – Flop area: 2978 um^2
  – Reg with most FFs: out
  – Multi-input gates: 0
  – Non-filler cells, final: 866
  – Max FFs per register: 148
  – Logic area: 0 um^2
  – Post-Layout Inst Area: 6295 um^2
  – Share of post-route cells with drive strength above 1: 0.4034
  – Top Registers: out x148
  – Fillcell total: 3193
  – Area Growth Syn to Fin: 112.5%

Timing
  – Final worst setup slack: -0.05094 ns
  – Tcrit/Tclk final: 1.051
  – Setup violators final: 148
  – Worst Tran Pin Value: 0.1905 ns
  – Slew HR: 0.8730
  – Crit path time final: 1.051 ns
  – Hold slack: 0.2055 ns
  – Fin. max-slew vios: 0
  – F_max: 951.5 MHz
  – Unrepaired setup endpoints after global routing: true
  – Final Hold Viols: 0

Logic synthesis
  – Registers, synthesis: 148
  – Ao+oa area frac: 0
  – XOR Share, Synth: 0
  – Ys Warns: 1
  – # Cells Yosys: 148
  – Synth Cell Area: 2963 um^2
  – Sequential-to-total area share from yosys stat: 1.000
  – Largest area contributor in the netlist: dfxtp_1
  – Simple share: 0
  – Post-synthesis cell count: 148
  – Area fraction in mux cells: 0
  – Mean Syn Cell Area: 20.02 um^2
  – Area share, top type: 1.000
  – Chip area in the Yosys report: 2963 um^2
  – Top cells, area: dfxtp_1 100%
  – Yosys adder share: 0
  – Netlist cell types: 1

Clock tree
  – CTS Buf Count: 17
  – Clock Pin Slew Worst Setup and Hold Paths: 0.07 ns
  – Clk sinks: 148
  – Clock Path Buffers: 2
  – CTS tree: yes
  – Postcts setup bufs: 0
  – Clock root buffer: clkbuf_16
  – CTS H-tree depth: 4

Route
  – DR DRC count: 0
  – 1st-pass router iterations: 4
  – Post-DR wirelength/cell: 12.23 um
  – DRT antenna net count: 0
  – Vias: 2168
  – Via/cell ratio: 2.503
  – First DRT Iteration DRCs: 30
  – Final WL: 10.59 mm
  – Antenna cells: 0

Job
  – Max Cap Viol: 0
  – Tool warning count: 27

GRT
  – Initial antenna violation count: 0
  – Total GRT Usage: 0.05110
  – First-pass GRT wire length: 14.21 mm
  – Pin count of the biggest net entering global routing: 17
  – GR Overflow Total: 0
  – Vias in the first global route: 2282

Floorplanning
  – Die W: 193 um
  – Die ar.: 37250 um^2
  – Ports: 297
  – Core area: 29560 um^2
  – Die Y: 193 um
  – # rows: 63
  – Initial Util: 0.1002

Placed design
  – Routability congestion estimate: 0.7239
  – Final HPWL DP: 8.460 mm
  – Dpl cells: 834
  – IO Port Bufs: 296
  – DP Area: 6414 um^2
  – DP Worst Slack: -0.06280 ns

Power
  – Peak supply drop: 0.001354 V
  – Pwr per Cell Area: 2151 nW/um^2
  – Leak: 0.002699 uW

Critical path
  – Worst Setup SP: out[21]
  – Crit path DRT: 0.80 ns
  – Slowest-stage cell, CP: dfxtp_2
  – Worst Setup Start Kind: flop
  – Crit path capture type: output pin
  – Setup Crit Path Kind: flop to output pin
  – CP cell instances: buf_6
  – Buf/Inv on CP: 1
  – Crit path arrival time: 0.85 ns
  – Crit path max fanout: 1
  – Crit path max-delay family: flip-flops
  – Max stage delay on crit path: 0.32 ns

Worst hold path
  – HP Class: input pin to flop
  – Worst hold path startpoint: in[143]
==> metrics by stage <==
stage	setup TNS [ns]	total power, uW	util
2_1_floorplan	0	6334	-
3_3_place_gp	-0.09573	7557	0.2170
3_5_place_dp	-0.1095	7563	0.2170
4_1_cts	-10.92	13940	0.2127
5_1_grt	-12.65	14280	0.2130
6_report	-3.180	13540	0.2130
==> cell families after synthesis <==
group / after synthesis
flip-flops: 148
==> cell usage in the layout (no fill, tap or decap) <==
cell	netlist	routed
clkdlybuf4s50_1	0	148
buf_2	0	146
dfxtp_1	148	136
clkbuf_16	0	17
dfxtp_2	0	12
inv_6	0	7
clkinvlp_4	0	3
bufinv_16	0	2
buf_6	0	2
clkinv_2	0	1
clkinv_4	0	1
inv_8	0	1
==> per-layer routing <==
metal | wire length (um) | vias up | global-route usage
li1 | - | 1096 | -
met1 | 3680 | 943 | 0.05670
met2 | 5395 | 119 | 0.08283
met3 | 1265 | 10 | 0.03035
met4 | 250 | 0 | 0.01183
met5 | 0 | - | 0
==> final timing paths <==
path / endpoint / slack [ns] / cells past startpoint
worst min-delay path: out[143] / 0.21 / 1
worst max-delay path: out[21] / -0.05 / 1
==> area by class of cell <==
type,count,area share
clock buffer,17,0.06758
sequential,148,0.4731
clock inverter,15,0.02683
tap,390,0.07752
timing repair buffer,296,0.3550
==> synthesized netlist by cell type <==
library cell	instances
dfxtp_1	148
==> what timing repair did <==
item	CTS	global route
hold buffers	0	0
gates cloned	0	0
setup endpoints to repair	148	148
gates resized	471	5
==> power by group <==
part	leakage [uW]	internal [uW]	switching, uW
Combinational	0.00117	692	130
Clock	0.000284	3740	2700
Sequential	0.00125	6220	60.6
Power figures rest on the tool's default switching activity, not on a simulated workload.
