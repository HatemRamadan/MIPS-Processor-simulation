==> flow/config.mk <==
export PLATFORM = sky130hd
export DESIGN_NAME = registerFile
export DESIGN_NICKNAME = registerFile
export VERILOG_FILES = /design/flow/design.v
export SDC_FILE = /design/flow/constraint.sdc
export NUM_CORES = 4
export LEC_CHECK = 1
export CORE_UTILIZATION = 30
==> flow/constraint.sdc <==
current_design registerFile

set clk_period 9.9
set clk_io_pct 0.2

create_clock -name clk0 -period $clk_period [get_ports {clk}]

set non_clock_inputs [all_inputs -no_clocks]
set_input_delay [expr $clk_period * $clk_io_pct] -clock clk0 $non_clock_inputs
set_output_delay [expr $clk_period * $clk_io_pct] -clock clk0 [all_outputs]
==> flow/design.v <==
module registerFile (clk,rs,rt,rd,data1,data2,writeData,regWrite);
input clk;
input [4:0] rs,rt,rd;
input [31:0] writeData;
input regWrite;
output [31:0] data1, data2;
reg [31:0] data1, data2;
reg [31:0] registers[31:0];
always @ (rs or rt)
begin
data1 <= (rs==5'b0)?32'b0:registers[rs];
data2 <= (rt==5'b0)?32'b0: registers[rt];
end
always @(posedge clk)
begin
if(regWrite == 1'b1)
begin
registers[rd] <= writeData;
end
end
endmodule
==> flow/run.sh <==
#!/bin/bash
# OpenROAD 26Q1-2900-gdf79404cd8, Yosys 0.63+post, stock flow scripts
make -C /OpenROAD-flow-scripts/flow DESIGN_CONFIG=/design/flow/config.mk WORK_HOME=/design/flow/orfs finish
==> flow_metrics.tcl <==
# flow metrics
set metrics [dict create \
    drt_iter0_drc 1442 \
    ys_seq_share_pct 65.5 \
    pin_count 113 \
    ys.flops 1024 \
    ff_type "edfxtp_1" \
    reg_top3 "registers (1024)" \
    crit_required_ns 7.92 \
    fin_util_pct 35.2 \
    cp.depth 8 \
    crit_chain "clkdlybuf4s50_1 -> or3_2 -> buf_4 -> nor3_4 -> buf_4 -> nor3_1 -> buf_4 -> clkdlybuf4s50_1" \
    drtAntennaViolNets 0 \
    wl_per_cell_um 30.9 \
    cts_buffer_depth 3 \
    layout.cells.non_filler 4690 \
    numCtsBuffers 107 \
    top_register "registers" \
    drc_errors 0 \
    clkSlewWorstSetupHoldPaths_ns 0.06 \
    path_buffers 5 \
    cp-end-kind "output pin" \
    first_pass_iters 6 \
    synthTopCellsByArea "edfxtp_1 65%, mux4_2 20%, mux2i_1 3.9%, a22o_1 1.2%, clkbuf_1 0.83%" \
    slew_violations 0 \
    grtUsageTotal_pct 19.7 \
    slowest_delay_ns 1.24 \
    edf_count 1024 \
    num_rows 144 \
    antenna_found_initial 10 \
    initCoreUtil_pct 30.3 \
    die.size.y_um 398 \
    largest_register_ffs 1024 \
    worstSetupPathType "input pin to output pin" \
    ys_warn_count 1 \
    total_power_mw 9.68 \
    grt_pass1_wl_um 206000 \
    timing.final.hold_violations 0 \
    cp_slowest_cell "nor3_1" \
    tns_ns 0 \
    cts_resized 0 \
    dieArea_mm2 0.158 \
    start_kind "input pin" \
    finalClockPeriodUsage_pct 85.7 \
    crit_family "buffers and inverters" \
    warnings 26 \
    dp_cells 4492 \
    yosys_area_mm2 0.0470 \
    worst_ep_arrival_time_ns 6.50 \
    top_cells_by_count "1024 x edfxtp_1, 425 x mux4_2, 183 x mux2i_1, 104 x clkbuf_1, 65 x nand2_1" \
    grt_max_degree 77 \
    syn_area_mm2 0.0470 \
    yosysCellCount 2400 \
    fin_area_mm2 0.0545 \
    yosysTopAreaCell "edfxtp_1" \
    coreArea_mm2 0.155 \
    area_growth_pct 16.2 \
    rsz0062_at_grt "no" \
    max_cap_viol_count 0 \
    post_cts_buffers 0 \
    routed_wl_um 145000 \
    insertedDiodeCount 0 \
    h-tree-depth 3 \
    synth_area_per_cell_um2 19.6 \
    critical_path.most_common_cell "buf_4" \
    period_minus_slack_ns 8.48 \
    hold_slack_ns 2.11 \
    cts_tree "built" \
    syn_inst 2400 \
    pre_cts_slack_ns 1.67 \
    vias 26206 \
    portBuffers 112 \
    postCtsHoldBufs 0 \
    synth.most_common_cell "edfxtp_1" \
    tightestPinTransition_ns 1.46 \
    holdPathStages 2 \
    grt_pass1_vias 29142 \
    setup_viol 0 \
    fmax_mhz 118 \
    dp_hpwl_um 86300 \
    cts_root_buf "clkbuf_16" \
    viasPerCell 5.59 \
    ys_async_sr_fraction_pct 0 \
    timing.final.ws_setup_ns 1.42 \
    cp_max_fo 36 \
    grt_overflow 0 \
    ys_types 40 \
    power_density_mw_per_mm2 177 \
    top_cell_area_share_pct 65.5 \
    dpl_cell_area_mm2 0.0511 \
    die_width_um 398 \
    drive_gt1_share_pct 29.5 \
    max_slew_margin_pct 1.76 \
    leakagePower_nw 17.2 \
    clock_sinks 1024 \
    hold_class "input pin to flop" \
    vdd_drop_max_v 0.000146 \
    status "finished, final reports clean" \
    place_congestion 0.913 \
]
==> metal layers <==
| layer | up-vias | track usage (%) | routed length, um |
|---|---|---|---|
| met5 | - | 0.757 | 264 |
| met4 | 22 | 4.16 | 3810 |
| met3 | 238 | 18.8 | 30600 |
| met2 | 2011 | 28.4 | 65200 |
| met1 | 13169 | 20.8 | 45100 |
| li1 | 10766 | - | - |
==> report_power, final <==
part           internal (mW)  switching, mW
clock network           2.31           1.66
registers               4.82         0.0201
logic                  0.374          0.501
==> cells in the final DEF, fill, tap and decap left out, types with 9 or more instances in the layout <==
cell,netlist,layout
mux2i_1,183,183
a211oi_1,47,47
nor2_4,0,33
edfxtp_1,1024,1024
and2_1,13,12
o221ai_1,31,31
a211o_1,23,23
mux2_1,19,19
a22o_1,62,62
clkdlybuf4s50_1,0,105
o22ai_1,55,55
buf_4,20,131
clkinv_1,0,19
clkinv_2,0,28
clkbuf_1,104,22
clkbuf_16,0,111
a21oi_1,46,46
mux4_2,425,425
nand2_1,65,64
a221oi_1,23,23
bufinv_16,0,10
a32o_1,9,9
inv_1,25,24
nor3_1,32,32
a2111oi_0,31,31
==> path summary, 6_finish.rpt <==
| check | startpoint | end | slack, ns |
|---|---|---|---|
| setup / recovery | rt[3] | data2[5] | 1.42 |
| hold / removal | writeData[26] | registers[25][26] | 2.11 |
==> cell families after synthesis <==
kind of cell / share of synthesized area (%)
buffers and inverters: 2.31
DFF: 65.5
muxes: 24.9
AOI/OAI and AO/OA: 5.41
and+or+nand+nor: 1.94
==> final cells by class <==
type | instances | area [um2]
clock buffer | 133 | 2860
timing repair buffer | 249 | 2250
multi-input combinational | 1150 | 15400
sequential | 1024 | 30700
fill | 14104 | 100000
tap | 2044 | 2560
clock inverter | 65 | 604
inverter | 25 | 98.8
