--- ./run.sh ---
#!/bin/bash
# OpenROAD 26Q1-2900-gdf79404cd8, Yosys 0.63+post, stock flow scripts
make -C /OpenROAD-flow-scripts/flow DESIGN_CONFIG=/design/flow/config.mk WORK_HOME=/design/flow/orfs finish
--- ./constraint.sdc ---
current_design ALU

set clk_period 15.7
set clk_io_pct 0.2

create_clock -name clk0 -period $clk_period

set non_clock_inputs [all_inputs -no_clocks]
set_input_delay [expr $clk_period * $clk_io_pct] -clock clk0 $non_clock_inputs
set_output_delay [expr $clk_period * $clk_io_pct] -clock clk0 [all_outputs]
--- ./config.mk ---
export PLATFORM = sky130hd
export DESIGN_NAME = ALU
export DESIGN_NICKNAME = ALU
export VERILOG_FILES = /design/flow/design.v
export SDC_FILE = /design/flow/constraint.sdc
export NUM_CORES = 4
export LEC_CHECK = 1
export CORE_UTILIZATION = 50
--- ./design.v ---
module ALU(out,zero,operand1,operand2,ALUop,shamt);
output zero;
output [31:0] out;
input[31:0] operand1;
input [31:0] operand2;
input [2:0] ALUop;
input [4:0] shamt;
reg[31:0] out;
reg zero;
always @(operand1 or operand2 or ALUop) begin
	if (((operand1 == operand2) && (ALUop != 3'b111)) || (ALUop == 3'b111 && operand1 != operand2)) 
		begin
		zero <=1'b1; 
		end
	else  
		begin
		zero <=0;
		end
end	
always @(operand1 or operand2 or ALUop) begin
	case (ALUop)
	3'b000 : out = operand1 + operand2;
	3'b001 : out = operand1 - operand2;
	3'b010 : out = operand2 << shamt; 
	3'b011 : out = operand2 >> shamt; 
	3'b100 : out = operand1 | operand2;
	3'b101 : out = operand1 & operand2;
	3'b110 : out = operand1 < operand2;
	default: out = operand1 + operand2;
	endcase
end
endmodule	
==> impl_metrics.csv <==
group,metric,value,unit
floorplan,num_rows,47,
yosys,top_area_cell,"ha_1",
critical_path,cp_max_fo,10,
timing,hold_viol_final,0,
cts,post_cts_resized,0,
floorplan,io_pins,105,
drt,ant_nets,0,
placed_design,placed_cells,1502,
drt,vias,10490,
final_layout,mostFrequentLayoutCells,"nand2_1 (119), nor2_1 (119), a21oi_1 (108)",
floorplan,die_h,134.1,µm
yosys,top_area_share,13.76,%
grt,grt_pass1_wl,57.28,mm
drt,num_antenna_cells,0,
grt,gr-usage-all-layers,43.24,%
final_layout,flop-count,0,
critical_path,critPathLaunch,"operand2[9]",
grt,grt_overflow,0,
final_layout,fin_util,58.41,%
drt,drt-total-wl,38.21,mm
timing,slew_viol_final,0,
critical_path,critical_path_class,"in2out",
floorplan,initial_core_util,51.89,%
hold_path,hold_class,"in2out",
final_layout,instances_no_fill,1502,
placed_design,place_hpwl,29.77,mm
placed_design,io_buffers,105,
critical_path,arrival,7.60,ns
pwr,p_per_area,38.95,nW/µm²
yosys,netlist_instances,1251,
yosys,ys_types,85,
pwr,p_leak,4.129,nW
drt,vias_per_cell,6.984,
timing,finalCriticalPeriod,10.74,ns
drt,avgRoutedWirePerCell,25.44,µm
timing,tightest_slew,0.8357,ns
timing,slew_headroom,43.95,%
yosys,avgSynthCellArea,6.976,µm²
grt,antenna_found_initial,0,
flow_run,warning_count,97,
timing,max_freq,0.09309,GHz
yosys,ys_warn_count,1,
final_layout,syn_to_final_growth,12.57,%
final_layout,regArea,0,µm²
final_layout,combGateArea,7946,µm²
floorplan,die_w,134.1,µm
timing,tns,0,ns
grt,grt_max_degree,63,
drt,drc,0,
final_layout,nClkBuffers,0,
timing,rsz0062_at_grt,"false",
critical_path,crit_end,"out[0]",
critical_path,crit_path_start_kind,"input port",
yosys,syn-cell-area,8727,µm²
yosys,ys_cells,1251,
floorplan,chip_area,17990,µm²
cts,cts_setup_buffers,0,
flow_run,max_cap_violations,0,
drt,first_pass_iters,6,
final_layout,drive_gt1_share,10.22,%
timing,finalCritPeriodShare,68.42,%
final_layout,n_fill_cell,1648,
yosys,topCellsByArea,"ha_1 (14%), mux4_2 (10%), a21oi_1 (6.2%)",
grt,grt_pass1_vias,9465,
pwr,peakVddDrop,0.00004133,V
pwr,power,0.3826,mW
placed_design,gp_congestion,1.072,
timing,setup_viol,0,
yosys,yosys-stat-area,8727,µm²
yosys,ys_seq_share,0,%
critical_path,crit_path_end_kind,"output port",
floorplan,design.core.area,16820,µm²
drt,drtIter0Drc,1142,
outcome,status,"complete, no violations",
cts,holdBufCountCts,0,
critical_path,worstPathRequired,12.56,ns
how the worst min path moves through the flow:
stage,start,endpoint,slack [ns],cells past startpoint
4_1_cts,shamt[3],out[6],7.44,5
5_1_grt,shamt[3],out[6],7.51,5
6_report,shamt[3],out[6],7.47,5
routing by layer:
metal | wire [µm] | vias to the layer above | GRT usage [%]
met5 | 0 | - | 0
met4 | 2424 | 0 | 20.66
met3 | 4804 | 162 | 11.57
met2 | 16420 | 760 | 64.80
met1 | 14570 | 4765 | 58.30
li1 | - | 4803 | -
critical path: stages:
cell             delay [ns]
clkdlybuf4s50_1        0.75
inv_1                  0.12
ha_1                   0.49
inv_1                  0.13
a21oi_1                0.29
o31ai_1                0.13
a22oi_1                0.49
o21ai_0                0.41
a211oi_1               0.46
o221ai_1               0.30
a41oi_1                0.36
clkdlybuf4s50_1        0.52
metrics by stage:
stage	hold WS (ns)	setup WS (ns)	area, µm²
3_3_place_gp	7.428	5.278	9824
3_5_place_dp	7.426	5.185	9824
6_report	7.466	4.958	9824
2_1_floorplan	6.560	6.987	8727
4_1_cts	7.441	5.179	9824
5_1_grt	7.506	4.767	9824
kinds of logic after synthesis:
family          Yosys count  share of synthesized area (%)
compound gates          453                          35.90
fa+ha+maj                98                          14.22
simple gates            379                          20.57
xor+xnor                  5                         0.5019
buf+inv                 200                          9.175
mux                     116                          19.63
where the power goes:
group / leakage [nW] / switching (mW) / internal, mW
clock network: 0 / 0 / 0
registers: 0 / 0 / 0
logic: 4.13 / 0.224 / 0.159
synth_stat cells, drive strengths merged (4+ instances only):
library cell / instances
nand2: 119
nor2: 119
a21oi: 109
inv: 99
ha: 96
o21ai: 68
clkbuf: 62
mux2i: 47
mux4: 41
buf: 39
o211ai: 36
mux2: 28
a211oi: 27
o22ai: 24
nand3: 20
nor2b: 19
a221oi: 17
nor3: 16
a21o: 15
and2: 15
o221ai: 14
o31ai: 14
a22oi: 13
nand2b: 12
a31oi: 11
a211o: 10
nor4: 9
or2: 9
or3: 8
a221o: 7
nand4: 7
o2111ai: 7
o211a: 7
o21a: 7
o21bai: 7
a2bb2oi: 6
o2bb2ai: 6
a31o: 5
and3: 5
nor3b: 5
o311ai: 5
a311oi: 4
a32oi: 4
o41ai: 4
area by class of cell:
| class | count | area share [%] |
|---|---|---|
| inverter | 99 | 3.782 |
| tap | 220 | 2.802 |
| timing repair buffer | 132 | 12.53 |
| multi-input combinational | 1051 | 80.88 |
Power and IR drop assume default switching activity.
